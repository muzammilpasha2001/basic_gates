$ cat flow/run.sh
#!/bin/bash
# OpenROAD 26Q1-2900-gdf79404cd8, Yosys 0.63+post, stock flow scripts
make -C /OpenROAD-flow-scripts/flow DESIGN_CONFIG=/design/flow/config.mk WORK_HOME=/design/flow/orfs finish
$ cat flow/constraint.sdc
current_design up_counter_load

set clk_period 2.3
set clk_io_pct 0.2

create_clock -name clk0 -period $clk_period [get_ports {clk}]

set non_clock_inputs [all_inputs -no_clocks]
set_input_delay [expr $clk_period * $clk_io_pct] -clock clk0 $non_clock_inputs
set_output_delay [expr $clk_period * $clk_io_pct] -clock clk0 [all_outputs]
$ cat flow/design.v
module up_counter_load    (
out      ,  
data     ,  
load     ,  
enable   ,  
clk      ,  
reset       
);
output [7:0] out;
input [7:0] data;
input load, enable, clk, reset;
reg [7:0] out;
always @(posedge clk)
if (reset) begin
  out <= 8'b0 ;
end else if (load) begin
  out <= data;
end else if (enable) begin
  out <= out + 1;
end
endmodule
$ cat flow/config.mk
export PLATFORM = sky130hd
export DESIGN_NAME = up_counter_load
export DESIGN_NICKNAME = up_counter_load
export VERILOG_FILES = /design/flow/design.v
export SDC_FILE = /design/flow/constraint.sdc
export NUM_CORES = 4
export LEC_CHECK = 1
export CORE_AREA = 10 10 70 70
export DIE_AREA = 0 0 80 80
==> results.yml <==
# generated from flow reports
run_status:
  outcome: "finished clean"
logic_synthesis:
  ys.flops: 8
  netlist.area_leader.share_pct: 34.5
  ys_types: 22
  top_logic_kind: "simple AND/OR/NAND/NOR gates"
  avgSynthCellArea_sq_um: 8.76
  netlist_area_sq_um: 464
  top_area_cell: "dfxtp_1"
  synthXorXnorAreaFrac_pct: 7.55
  synthCells: 53
  yosys_warnings: 1
  area_leaders: "dfxtp_1 35%, xor2_1 7.5%, o211ai_1 6.5%"
  yosys_cells: 53
  aoi_share_pct: 18.1
  yosys.area_share.simple_pct: 24.0
  ys_seq_share_pct: 34.5
  mux_area_share_pct: 6.74
  ys_area_sq_um: 464
  ys_sh_adder_pct: 2.70
cts:
  cts_tree: "done"
  htree_levels: 1
  clock-sinks: 8
  numCtsBuffers: 3
  cts_hold_buf: 0
  cts_resized: 0
  cts_buffer_depth: 2
  clkTransAtPathRegs_ns: 0.05
  clk_latency_ns: 0.25
  clock-root-buffer: "clkbuf_4"
  cts_setup_buffers: 0
pwr:
  intPower_w: 0.000260
  swShare_pct: 25.0
  power_switching_w: 0.0000866
  comb_power_share_pct: 21.9
  p_clk_share_pct: 31.2
  leakagePower_nw: 0.253
  seq_power_share_pct: 46.9
  powerDensity_nw_per_um2: 472
  vdd_drop_max_v: 0.000196
global_routing:
  grt_use_total_pct: 4.55
  grt_pass1_wl_mm: 2.31
  grt_max_degree: 11
  grt_pass1_vias: 501
  grt_overflow: 0
  grt_antenna_before_repair: 0
setup_path:
  ff2ff_path_depth: 4
  critPathTopFamily: "simple AND/OR/NAND/NOR gates"
  timing.rr.start: "out[0]$_SDFFE_PP0P_"
  cp.arrival_ns: 1.86
  required_ns: 2.48
  cp.depth: 4
  cp_cell_sequence: "clkdlybuf4s50_1 -> or3b_1 -> or4_1 -> o211ai_1"
  cpMaxStageDelayCell: "clkdlybuf4s50_1"
  path_buffers: 1
  crit_path_max_fanout: 2
  critPathLaunch: "enable"
  crit_end: "out[7]$_SDFFE_PP0P_"
  r2r_end: "out[6]$_SDFFE_PP0P_"
  rrSetupSlack_ns: 1.01
  end_kind: "register"
  startpoint_type: "input pin"
  worst-setup-path-type: "input pin to register"
  slowest_delay_ns: 0.48
placement:
  port_buffers: 19
  hpwl_mm: 1.09
  dp_cells: 118
  place.gp.congestion: 0.768
sta:
  min_period_ns: 1.68
  finalSetupTns_ns: 0
  slew_headroom_pct: 83.4
  grt_setup_unrepaired: "false"
  fmax_mhz: 597
  setup_viol: 0
  slew_viol_final: 0
  period_used_pct: 72.9
  worst_slew_pin_slew_ns: 0.249
  finClkSkew_ns: 0.000279
  hold_viol_final: 0
floorplan:
  chip_area_sq_um: 6400
  floorplan.core_util_pct: 13.6
  coreArea_sq_um: 3420
  die_y_um: 80
  fp-row-count: 21
  chipWidth_um: 80
  ios: 20
job:
  cap_violations: 0
  warning_count: 25
drt:
  drcViolationCount: 0
  vias: 455
  routed_wirelength_mm: 1.33
  wl_per_cell_um: 11.0
  ant_nets: 0
  drt-initial-drc-count: 15
  num_antenna_cells: 0
  viasPerCell: 3.76
  drt_pre_antenna_iters: 3
cells_and_area:
  area_growth_syn_to_layout_pct: 58.2
  layout_top_cell: "clkdlybuf4s50_1"
  drive_gt1_share_pct: 9.33
  final-seq-area_sq_um: 160
  largest_register_ffs: 8
  top_register: "out"
  final_cell_count_no_fill: 121
  final_cell_mix: "19 x clkdlybuf4s50_1, 8 x dfxtp_1, 5 x nor2_1"
  comb_area_sq_um: 274
  top_regs: "out (8)"
  nFillCells: 382
hold_path:
  holdCritPathClass: "register to register"
[synth_stat cells, drive strengths merged]
cell,instances
xor2,4
buf,2
nor3b,3
a21oi,3
o211ai,4
or4,2
nor3,1
dfxtp,8
clkbuf,1
o21a,1
or3b,1
nand4,3
ha,1
nor2,5
o31a,1
nand2,2
mux2,1
a211oi,3
mux2i,2
inv,2
nand3,3
[per-stage QoR]
step | total power (W) | setup WS, ns | hold slack (ns) | util [%] | instance area, sq um
floorplan | 0.000194 | 0.731 | 0.487 | - | 464
global placement | 0.000242 | 0.330 | 0.534 | 20.8 | 712
detailed placement | 0.000242 | 0.352 | 0.537 | 20.8 | 712
CTS | 0.000354 | 0.602 | 0.546 | 21.5 | 734
global route | 0.000373 | 0.546 | 0.608 | 21.5 | 734
finish | 0.000347 | 0.624 | 0.542 | 21.5 | 734
[power groups by stage]
stage | logic [W] | registers (W) | clock network [W]
4_1_cts | 0.0000774 | 0.000163 | 0.000114
6_report | 0.0000760 | 0.000163 | 0.000108
5_1_grt | 0.0000853 | 0.000165 | 0.000123
[worst min-delay path, stage by stage, from the launching register on]
cell and delay, ns:
dfxtp_1 0.32, o211ai_1 0.08, o211ai_1 0.08
[cell type report]
class,instances,share of cell area [%]
timing repair buffer,22,29.0
multi-input combinational,40,37.3
clock buffer,3,3.07
inverter,2,1.02
tap,46,7.84
sequential,8,21.8
[worst min path at each step]
| stage | from | to | slack [ns] | cells after the start |
|---|---|---|---|---|
| after global routing | out[7]$_SDFFE_PP0P_ | out[7]$_SDFFE_PP0P_ | 0.61 | 2 |
| after CTS | out[7]$_SDFFE_PP0P_ | out[7]$_SDFFE_PP0P_ | 0.55 | 2 |
| final | out[7]$_SDFFE_PP0P_ | out[7]$_SDFFE_PP0P_ | 0.54 | 2 |
[cells by family after synthesis]
kind of cell | count (synthesis)
adder cells (fa/ha/maj) | 1
buffers and inverters | 5
XOR/XNOR | 4
multiplexers | 3
AND/OR/NAND/NOR | 20
flip-flops | 8
AND-OR/OR-AND | 12
[layer usage]
metal,vias to the layer above,track usage (%),share of wire (%)
li1,246,-,-
met1,189,6.22,52
met2,18,6.10,36
met3,2,2.84,11
met4,0,0.352,0.60
met5,-,0,0
Power and IR drop assume default switching activity.
