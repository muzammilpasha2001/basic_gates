## /design/flow/config.mk

```make
export PLATFORM = sky130hd
export DESIGN_NAME = alu
export DESIGN_NICKNAME = alu
export VERILOG_FILES = /design/flow/design.v
export SDC_FILE = /design/flow/constraint.sdc
export NUM_CORES = 4
export LEC_CHECK = 1
export CORE_UTILIZATION = 30
```

## /design/flow/constraint.sdc

```tcl
current_design alu

set clk_period 15.4
set clk_io_pct 0.2

create_clock -name clk0 -period $clk_period

set non_clock_inputs [all_inputs -no_clocks]
set_input_delay [expr $clk_period * $clk_io_pct] -clock clk0 $non_clock_inputs
set_output_delay [expr $clk_period * $clk_io_pct] -clock clk0 [all_outputs]
```

## /design/flow/design.v

```verilog
module alu(a,b,opcode,alu_out,carryout);
input [7:0]a,b;
input [3:0]opcode;
output [7:0]alu_out;
output carryout;
reg [7:0]alu_result;
wire [8:0]temp;
assign alu_out=alu_result;
assign temp = {1'b0,a}+{1'b0,b};
assign carryout=temp[8];
always@(*)
begin
	case(opcode)
		4'b0000:alu_result=a+b;
		4'b0001:alu_result=a-b;
		4'b0010:alu_result=a*b;
		4'b0011:alu_result=a/b;
		4'b0100:alu_result=~a;
		4'b0101:alu_result=~b;
		4'b0110:alu_result=a&b;
		4'b0111:alu_result=a^b;
		4'b1000:alu_result=a|b;
		4'b1001:alu_result=~(a&b);
		4'b1010:alu_result=~(a^b);
		4'b1011:alu_result=~(a|b);
		4'b1100:alu_result=a;
		4'b1101:alu_result=b;
		4'b1110:alu_result=a<<1;
		4'b1111:alu_result=b<<1;
		default:alu_result=8'd0;
endcase
end
endmodule
```

## /design/flow/run.sh

```bash
#!/bin/bash
# OpenROAD 26Q1-2900-gdf79404cd8, Yosys 0.63+post, stock flow scripts
make -C /OpenROAD-flow-scripts/flow DESIGN_CONFIG=/design/flow/config.mk WORK_HOME=/design/flow/orfs finish
```

==> reports/results.txt <==
Sequential share of the synthesized area -> 0%
Unique cell types -> 66
# clk buffers -> 0
Switching power -> 0.000147 W
Post-Syn Area -> 4280 sq um
Startpoint Class -> input pin
Fin Setup TNS -> 0 ps
Req. time, crit path -> 12320 ps
Slowest-stage cell, CP -> mux2_4
Via density -> 5.53
Yosys Instances -> 591
Slew @ Worst Pin -> 770 ps
WP data arrival -> 11950 ps
Vias in the first global route -> 4707
Gr usage total -> 21.6%
Part of the cycle the worst path needs -> 97.6%
Number of antenna repair diodes -> 0
Crit path max fanout -> 5
Complex Gates by Area -> 30.6%
Final instance area -> 6210 sq um
Layout area overhead -> 45.2%
Leading area contributor after synthesis -> ha_1
Worst vdd ir -> 0.0167 mV
Vias -> 5020
F_max -> 66.5 MHz
Fa+ha+maj area frac -> 29.2%
RD Place Congestion -> 0.975
DRC Markers -> 0
IO Port Bufs -> 29
Switching share of total power -> 50.0%
Pleak -> 2.76 nW
Final slew viol count -> 0
Largest net degree at the start of global routing -> 47
Endpoints failing setup -> 0
Mux area share -> 5.71%
Pwr per Cell Area -> 47.3 nW/um^2
Drt wl/cell -> 17.5 um
Die ar. -> 14700 sq um
Initial antenna violation count -> 0
TritonRoute pass-1 iters -> 5
Core Region -> 13900 sq um
XOR/XNOR Area Share -> 7.61%
Largest stage delay on the critical path -> 370 ps
Yosys stat area -> 4280 sq um
Clk pwr share -> 0%
Yosys Warn Count -> 1
Post-layout util -> 44.7%
Mean post-synth cell area -> 7.23 sq um
Top cells by area -> ha_1 23%, fa_1 6.1%, xnor2_1 4.9%, a21oi_1 4.7%, nor2_1 4.7%
Crit path time final -> 15030 ps
Finished Layout Cells -> 907
Placed Area -> 5400 sq um
Fill cells -> 1307
Hold Vio Cnt, Final -> 0
Crit. End Element -> output port
Ports -> 29
DP Cell Count -> 869
Pint -> 0.000147 W
Fraction of layout cells with a size suffix above 1 -> 32.0%
Crit path kind -> in -> out
Outcome -> finished, final reports clean
Register area -> 0 sq um
Synth top area share -> 23.1%
Antenna viol nets, final -> 0
Post-synthesis cell count -> 591
Min-Delay Path Class -> in -> out
Sequential share of power -> 0%
Initial drt markers -> 340
First-pass GRT wire length -> 24400 um
Tool warnings -> 45
Main logic family after synthesis -> AND-OR/OR-AND gates
Die H -> 121 um
Total grt overflow -> 0
# rows -> 43
Die width -> 121 um
Registers -> 0
Yosys simple share -> 19.3%
FP Core Util -> 30.8%
Logic pwr share -> 100.0%
Post-Route WL -> 15900 um
Slew headroom -> 48.3%
Max Cap Viol -> 0
Total power -> 0.000294 W
Hpwl dp -> 11500 um
## metrics by stage
stage / setup WS [ps] / hold WS, ps
6_report: 366 / 7230
5_1_grt: -67.7 / 7280
4_1_cts: 123 / 7280
3_5_place_dp: -961 / 7580
3_3_place_gp: -870 / 7580
2_1_floorplan: 30.2 / 6340
## repair_timing
action                                  CTS  global route
resized                                  78            60
endpoints found under the setup margin    1             1
pin swaps                                44            47
hold buffers                              0             0
setup buffers                            27            11
## layout make-up
cell class / count / area, sq um / share of cell area [%]
tap: 180 / 225 / 3.63
timing repair buffer: 165 / 1310 / 21.1
inverter: 52 / 198 / 3.19
multi-input combinational: 510 / 4480 / 72.1
## placed cells by master (no fill, tap or decap), drive strengths merged, types with 7 or more instances in the layout
master         instances
a211oi                 7
a21o                  12
a21oi                 40
a31oi                  9
buf                  139
clkdlybuf4s50         19
fa                    13
ha                    79
inv                   51
mux2                   9
mux2i                 12
nand2                 50
nand2b                11
nand3                  8
nor2                  53
nor3                  19
o211ai                 7
o21a                  14
o21ai                 33
o22ai                  8
or3                    8
xnor2                 24
xor2                   8
## per-layer routing
layer,part of all wire (%),up-vias,global-route usage [%]
li1,-,2453,-
met3,6.5,30,2.50
met2,45,175,34.4
met4,2.3,0,4.71
met1,46,2362,31.4
met5,0,-,0
## worst max-delay path, delay by kind of cell
kind | cells | cell delay [ps]
simple gates | 7 | 1090
mux | 2 | 690
fa+ha+maj | 7 | 1700
compound gates | 26 | 4410
buf+inv | 8 | 960
## path summary, 6_finish.rpt
path | start | endpoint | slack [ps] | cells after the start
worst min-delay path | b[0] | alu_out[0] | 7230 | 6
worst max-delay path | b[6] | alu_out[0] | 370 | 50
## cells in the mapped netlist (13+ instances only)
cell and number:
ha_1 79, nor2_1 53, inv_1 51, nand2_1 50
a21oi_1 40, o21ai_0 33, xnor2_1 24, clkbuf_1 20
nor3_1 19, o21a_1 14, fa_1 13
## logic make-up after synthesis
kind of cell | after synthesis
simple gates | 174
compound gates | 188
xor+xnor | 34
fa+ha+maj | 92
buf+inv | 81
mux | 22
## power by group through the flow
stage	registers [W]	logic [W]	clock network (W)
CTS	0	0.000272	0
global route	0	0.000322	0
finish	0	0.000294	0
Power figures rest on the tool's default switching activity, not on a simulated workload.
