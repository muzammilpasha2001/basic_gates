===== flow/design.v =====
module upordown_counter(
    Clk,
    reset,
    UpOrDown,  
    Count
    );
    input Clk,reset,UpOrDown;
    output [3 : 0] Count;
    reg [3 : 0] Count = 0;  
     always @(posedge(Clk) or posedge(reset))
     begin
        if(reset == 1) 
            Count <= 0;
        else    
            if(UpOrDown ==1)   
                if(Count == 15)
                    Count <= 0;
                else
                    Count <= Count + 1; 
            else  
                if(Count == 0)
                    Count <= 15;
                else
                    Count <= Count - 1; 
     end    
endmodule

===== flow/config.mk =====
export PLATFORM = sky130hd
export DESIGN_NAME = upordown_counter
export DESIGN_NICKNAME = upordown_counter
export VERILOG_FILES = /design/flow/design.v
export SDC_FILE = /design/flow/constraint.sdc
export NUM_CORES = 4
export LEC_CHECK = 1
export CORE_AREA = 10 10 70 70
export DIE_AREA = 0 0 80 80

===== flow/constraint.sdc =====
current_design upordown_counter

set clk_period 1.8
set clk_io_pct 0.2

create_clock -name clk0 -period $clk_period [get_ports {Clk}]

set non_clock_inputs [all_inputs -no_clocks]
set_input_delay [expr $clk_period * $clk_io_pct] -clock clk0 $non_clock_inputs
set_output_delay [expr $clk_period * $clk_io_pct] -clock clk0 [all_outputs]

===== flow/run.sh =====
#!/bin/bash
# OpenROAD 26Q1-2900-gdf79404cd8, Yosys 0.63+post, stock flow scripts
make -C /OpenROAD-flow-scripts/flow DESIGN_CONFIG=/design/flow/config.mk WORK_HOME=/design/flow/orfs finish

==> run summary <==
fresh numbers from the pnr run: chip area=~6400 um^2, Synth Area per Inst=approximately 10 um^2, Final Hold Vio Count=0, clock sink total=4, insertion delay at the late pin of the worst-skew pair=~0.24 ns, Root Buffer=clkbuf_4, DR pass1 iterations=5, Die Width=80 um, Main area contributors=dfrtp_1, ha_1, xnor2_1, inv_1, mux2i_1, setup bufs post-CTS=0, Ant. Diodes=0, crit path DRT=around 1.4 ns, Slowest-stage cell, CP=clkdlybuf4s50_1, post_cts resized=0, TritonCTS Buffers=3, yosys cell count=22, Pwr Density=between 1000 and 1500 nW/um^2, Worst Path Max Fanout=7, Net Sw Frac=0.318, H-tree Lvls=1, Largest regs=Count: 4 flops, Final Critical Period=approximately 1.5 ns, Worst Skew=roughly 0.003 ns, Post-DP HPWL=435 um, Fillers=406, CP Launch Type=register, clock buffer depth=2, Clk pwr share=0.239, most flop-heavy register=Count, grt total ovfl=0, Worst VDD drop=approximately 0.44 mV, WL met1=332 um, Hold Crit Class=input pin to async pin, Async S/R FF share, synth=1.00, Hold Slack=between 0.3 and 0.4 ns, first-pass GRT wire length=roughly 1.0 mm, Synth Instances=22, share of power burned in registers=0.374, Yosys warnings=1, Synth cell types=14, Worst Path Buf+Inv=1, Fmax=around 0.65 GHz, Syn-to-layout area delta=63.3%, Lkg Pwr=about 0.14 nW, total tool warning count=26, critical path's top delay family=buffers and inverters, Top-area cell share=0.452, DR vias/cell=between 2 and 2.5, synthesized cell area=221 um^2, Cells after DPL=74, relative slew slack=0.870, GR Util All Layers=0.0199, Primary FF master, synth=dfrtp_1, total negative setup slack=0 ns, Via Count=between 150 and 200, floorplan core density=0.0648, crit end category=output pin, uppermost routed layer=met4, Psw=0.149 mW, setup slack, reg-to-reg=~0.46 ns, CP arrival=between 1 and 1.5 ns, initial DRC count=5, Post-Layout Cell Count=77, die height=~80 um, GPL Wtd Cong=0.694, # setup viols final=0, max incr delay on CP=0.51 ns, Internal=0.320 mW, outcome=complete, no violations, initial antenna violation count=0, WL met3=74 um, core area=around 3400 um^2, layout cell share with drive strength beyond 1=0.129, Final period util=0.859, Reg clk slew, reported paths=0.04 ns, Synth Seq Share=0.452, Wirelength per Cell=about 7.1 um, Synthesized registers=4, RSZ-0062 raised after global routing=false, CTS tree=done, vias in the first global route=between 200 and 250, largest area contributor in the netlist=dfrtp_1, largest net degree at the start of global routing=8, Synth top cells by count=dfrtp_1, inv_1, ha_1, xnor2_1, max reg flops=4, Slew @ Worst Pin=about 0.19 ns, Pwr Total=around 0.47 mW, Port Buffers=6, DRC=0, CP Cell Sequence=clkdlybuf4s50_1, maxcap violations=0, hold buffers post-CTS=0, row count=21, routed wl met2=128 um, post-route ant nets=0, Max Slew Vio Count=0, number of synthesized flops with an enable pin=0, Comb pwr share=0.388, io pins=7, critical path class=register to output pin, chip area line of the yosys report=between 200 and 250 um^2, WL final=roughly 550 um
## cell families after synthesis
group,share of synthesized area
AND-OR/OR-AND,0.147
XOR/XNOR,0.0791
adder cells (fa/ha/maj),0.113
buffers and inverters,0.0847
flip-flops,0.452
multiplexers,0.0452
AND/OR/NAND/NOR,0.0791
## worst paths after layout
path	from	to	cells after the start
worst max-delay path	Count[0]	Count[0]	1
worst min register to register	Count[0]	Count[0]	1
worst min-delay path	reset	Count[3]	2
worst max register to register	Count[0]	Count[3]	5
max in group asynchronous	reset	Count[2]	2
min in group clk0	Count[0]	Count[0]	1
## area by class of cell
| cell class | count | area (um^2) | share of cell area |
|---|---|---|---|
| flip-flops and latches | 4 | 100 | 0.277 |
| well taps | 46 | 57.6 | 0.159 |
| repair buffers | 6 | 60.1 | 0.166 |
| inverters | 5 | 18.8 | 0.0519 |
| multi-input cells | 13 | 103 | 0.284 |
| clock buffers | 3 | 22.5 | 0.0623 |
## placed cells by master (no fill, tap or decap)
cell type        n
clkbuf_4         3
xnor2_1          2
mux2i_1          1
o21ai_0          1
or4_1            1
o21bai_1         1
nor2_1           1
a31oi_1          1
a21oi_1          1
clkdlybuf4s50_1  6
inv_2            1
or3_1            1
a221oi_1         1
dfrtp_1          4
inv_1            4
ha_1             2
## per-stage QoR
| stage | cell area, um^2 | utilization | setup slack (ns) |
|---|---|---|---|
| after detailed placement | 339 | 0.0993 | 0.394 |
| after global routing | 362 | 0.106 | 0.196 |
| final | 362 | 0.106 | 0.254 |
| after global placement | 339 | 0.0993 | 0.453 |
| after CTS | 362 | 0.106 | 0.236 |
| after floorplan | 221 | - | 0.585 |
## per-layer routing
metal | GRT usage | up-vias
met2 | 0.0185 | 13
met5 | 0 | -
met4 | 0.00528 | 0
met3 | 0.0159 | 2
li1 | - | 93
met1 | 0.0307 | 82
## power by group through the flow
stage	clock [mW]	combinational, mW	sequential (mW)
CTS	0.117	0.187	0.175
global route	0.125	0.214	0.185
finish	0.112	0.182	0.175
Power figures rest on the tool's default switching activity, not on a simulated workload.
